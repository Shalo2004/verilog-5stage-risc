### ./run.sh
#!/bin/bash
# OpenROAD 26Q1-2900-gdf79404cd8, Yosys 0.63+post, stock flow scripts
make -C /OpenROAD-flow-scripts/flow DESIGN_CONFIG=/design/flow/config.mk WORK_HOME=/design/flow/orfs finish
### ./config.mk
export PLATFORM = sky130hd
export DESIGN_NAME = pipeline_registers
export DESIGN_NICKNAME = pipeline_registers
export VERILOG_FILES = /design/flow/design.v
export SDC_FILE = /design/flow/constraint.sdc
export NUM_CORES = 4
export LEC_CHECK = 1
export CORE_AREA = 10 10 273 273
export DIE_AREA = 0 0 283 283
### ./constraint.sdc
current_design pipeline_registers

set clk_period 1.5
set clk_io_pct 0.2

create_clock -name clk0 -period $clk_period [get_ports {clk}]

set non_clock_inputs [all_inputs -no_clocks]
set_input_delay [expr $clk_period * $clk_io_pct] -clock clk0 $non_clock_inputs
set_output_delay [expr $clk_period * $clk_io_pct] -clock clk0 [all_outputs]
### ./design.v
`timescale 1ns/1ps
module pipeline_registers(
    input clk,
    input rst,
    input [31:0] if_pc_plus4,
    input [31:0] if_instr,
    input        if_id_write,
    output reg [31:0] id_pc_plus4,
    output reg [31:0] id_instr,
    input [31:0] id_pc4_in,
    input [31:0] id_rs1_in,
    input [31:0] id_rs2_in,
    input [31:0] id_imm_in,
    input [4:0]  id_rs1_addr_in,
    input [4:0]  id_rs2_addr_in,
    input [4:0]  id_rd_addr_in,
    input        id_regwrite_in,
    input        id_alu_src_in,
    input        id_mem_read_in,
    input        id_mem_write_in,
    input        id_mem_to_reg_in,
    input        id_branch_in,
    input [3:0]  id_alu_op_in,
    input        control_stall,
    output reg [31:0] ex_pc4,
    output reg [31:0] ex_rs1,
    output reg [31:0] ex_rs2,
    output reg [31:0] ex_imm,
    output reg [4:0]  ex_rs1_addr,
    output reg [4:0]  ex_rs2_addr,
    output reg [4:0]  ex_rd_addr,
    output reg        ex_regwrite,
    output reg        ex_alu_src,
    output reg        ex_mem_read,
    output reg        ex_mem_write,
    output reg        ex_mem_to_reg,
    output reg        ex_branch,
    output reg [3:0]  ex_alu_op,
    input [31:0] ex_alu_result_in,
    input [31:0] ex_write_data_in,
    input [4:0]  ex_rd_in,
    input        ex_regwrite_in,
    input        ex_mem_read_in,
    input        ex_mem_write_in,
    input        ex_mem_to_reg_in,
    input        ex_branch_in,
    output reg [31:0] mem_alu_result,
    output reg [31:0] mem_write_data,
    output reg [4:0]  mem_rd,
    output reg        mem_regwrite,
    output reg        mem_mem_read,
    output reg        mem_mem_write,
    output reg        mem_mem_to_reg,
    output reg        mem_branch
);
    always @(posedge clk or posedge rst) begin
        if (rst) begin
            id_pc_plus4 <= 0;
            id_instr <= 0;
        end else if (if_id_write) begin
            id_pc_plus4 <= if_pc_plus4;
            id_instr    <= if_instr;
        end
    end
    always @(posedge clk or posedge rst) begin
        if (rst) begin
            ex_pc4 <= 0; ex_rs1 <= 0; ex_rs2 <= 0; ex_imm <= 0;
            ex_rs1_addr <= 0; ex_rs2_addr <= 0; ex_rd_addr <= 0;
            ex_regwrite <= 0; ex_alu_src <= 0; ex_mem_read <= 0;
            ex_mem_write <= 0; ex_mem_to_reg <= 0; ex_branch <= 0;
            ex_alu_op <= 0;
        end else begin
            ex_pc4 <= id_pc4_in;
            ex_rs1 <= id_rs1_in;
            ex_rs2 <= id_rs2_in;
            ex_imm <= id_imm_in;
            ex_rs1_addr <= id_rs1_addr_in;
            ex_rs2_addr <= id_rs2_addr_in;
            ex_rd_addr <= id_rd_addr_in;
            if (control_stall) begin
                ex_regwrite <= 0;
                ex_alu_src <= 0;
                ex_mem_read <= 0;
                ex_mem_write <= 0;
                ex_mem_to_reg <= 0;
                ex_branch <= 0;
                ex_alu_op <= 0;
            end else begin
                ex_regwrite <= id_regwrite_in;
                ex_alu_src <= id_alu_src_in;
                ex_mem_read <= id_mem_read_in;
                ex_mem_write <= id_mem_write_in;
                ex_mem_to_reg <= id_mem_to_reg_in;
                ex_branch <= id_branch_in;
                ex_alu_op <= id_alu_op_in;
            end
        end
    end
    always @(posedge clk or posedge rst) begin
        if (rst) begin
            mem_alu_result <= 0;
            mem_write_data <= 0;
            mem_rd <= 0;
            mem_regwrite <= 0;
            mem_mem_read <= 0;
            mem_mem_write <= 0;
            mem_mem_to_reg <= 0;
            mem_branch <= 0;
        end else begin
            mem_alu_result <= ex_alu_result_in;
            mem_write_data <= ex_write_data_in;
            mem_rd <= ex_rd_in;
            mem_regwrite <= ex_regwrite_in;
            mem_mem_read <= ex_mem_read_in;
            mem_mem_write <= ex_mem_write_in;
            mem_mem_to_reg <= ex_mem_to_reg_in;
            mem_branch <= ex_branch_in;
        end
    end
endmodule
==> impl_metrics.env <==
# flow metrics
export IMPL_placed_cells=1912
export IMPL_nFillCells=7052
export IMPL_clkLatencyLatePin_ns=0.52
export IMPL_overflow=0
export IMPL_rr_endpoint="id_instr[21]$_DFFE_PP0P_"
export IMPL_root_buffer="clkbuf_16"
export IMPL_yosys_warnings=1
export IMPL_drt_total_wl_mm=35.3
export IMPL_tightest_slew_ns=0.285
export IMPL_grt_pass1_vias=6817
export IMPL_peakVddDrop_mv=0.830
export IMPL_drt_first_pass_iters=4
export IMPL_cp_arrival_ns=1.21
export IMPL_gp_congestion=0.867
export IMPL_drc=0
export IMPL_warnings=28
export IMPL_place_area_um2=15600
export IMPL_critPathKind="register to primary output"
export IMPL_period_used_pct=101
export IMPL_slew_headroom_pct=80.9
export IMPL_fin_cells=2017
export IMPL_pin_count=586
export IMPL_cts_tree="done"
export IMPL_wl_met3_mm=4.55
export IMPL_postSynthCellCount=373
export IMPL_core_area_um2=68600
export IMPL_start_kind="register"
export IMPL_cts_clk_slew_worst_paths_ns=0.07
export IMPL_worstHoldPathType="input port to register"
export IMPL_report_final_setup_viol=1
export IMPL_cp_end_kind="primary output"
export IMPL_drtAntennaViolNets=0
export IMPL_crit_buf_inv=1
export IMPL_crit_fanout=1
export IMPL_clock_sinks=291
export IMPL_yosysUniqueCellTypes=7
export IMPL_cp_slowest_stage_delay_ns=0.50
export IMPL_path_cells="buf_6"
export IMPL_wl_met1_mm=13.3
export IMPL_fp_dieH_um=283
export IMPL_post_route_util_pct=24.7
export IMPL_ys_area_um2=8430
export IMPL_drive_above_1_share_pct=19.7
export IMPL_ys_cells=373
export IMPL_hold_end="mem_alu_result[5]$_DFF_PP0_"
export IMPL_status="complete, but fails checks"
export IMPL_rsz0062_at_grt="yes"
export IMPL_common_cells="dfrtp_1, mux2_4, nor2b_1"
export IMPL_mappedNetlistArea_um2=8430
export IMPL_finClkSkew_ns=0
export IMPL_ys_flop_type="dfrtp_1"
export IMPL_critPathTopFamily="flip-flops"
export IMPL_synth_most_common_cell="dfrtp_1"
export IMPL_cts_hold_fix_buffers=0
export IMPL_synth_flops=291
export IMPL_grt_start_max_net_pins=44
export IMPL_holdCritStartpoint="ex_alu_result_in[5]"
export IMPL_die_w_um=283
export IMPL_whs_ns=0.187
export IMPL_numCtsBuffers=35
export IMPL_topCellsByArea="dfrtp_1, mux2_4, buf_12, nor2b_1, mux2_2"
export IMPL_synth_seq_area_share_pct=86.4
export IMPL_fmax_ghz=0.661
export IMPL_wire_per_inst_um=17.5
export IMPL_power_density_nw_per_um2=1160
export IMPL_post_synth_top_area_fraction_pct=86.4
export IMPL_initial_core_util_pct=12.3
export IMPL_maxCapViolCount=0
export IMPL_slowest_stage="dfrtp_2"
export IMPL_post_place_ws_ns=0.00904
export IMPL_met2_length_mm=16.4
export IMPL_routed_via_density=2.91
export IMPL_dp_hpwl_mm=28.3
export IMPL_port_buffer_count=585
export IMPL_violations="negative setup slack"
export IMPL_grt_antenna_before_repair=8
export IMPL_hold_viol_final=0
export IMPL_hold_depth=1
export IMPL_top_layer="met5"
export IMPL_syn_to_final_growth_pct=101
export IMPL_timing_rr_start="id_instr[21]$_DFFE_PP0P_"
export IMPL_yosysTopAreaCell="dfrtp_1"
export IMPL_rows=96
export IMPL_drt_iter0_drc=142
export IMPL_finalMaxSlewViolations=0
export IMPL_synth_edff_count=0
export IMPL_cts_buffer_depth=3
export IMPL_die_area_um2=80100
export IMPL_num_vias=5866
export IMPL_period_minus_slack_ns=1.51
export IMPL_cellLeakagePower_nw=7.47
export IMPL_grt_pass1_wl_mm=50.7
export IMPL_cp_required_ns=1.20
export IMPL_reg2regPathDepth=3
export IMPL_r2r_setup_slack_ns=0.50
export IMPL_async_reset_ff_share_pct=100
export IMPL_setup_ws_ns=-0.0119
export IMPL_postLayoutCellArea_um2=17000
export IMPL_grt_usage_pct=8.71
export IMPL_htree_levels=2
export IMPL_synth_avg_cell_area_um2=22.6
## layout by cell type, fill, tap and decap left out, drive strengths merged
master,count
dlygate4sd2,123
clkdlybuf4s50,293
clkdlybuf4s15,155
bufinv,4
dfrtp,291
diode,1
nor2b,10
mux2,64
clkinvlp,3
buf,87
clkbuf,46
clkinv,5
inv,4
## power breakdown
| part | switching [W] | leakage, nW | internal (W) |
|---|---|---|---|
| Combinational | 0.000614 | 3.47 | 0.00163 |
| Sequential | 0.000190 | 3.40 | 0.00833 |
| Clock | 0.00347 | 0.597 | 0.00546 |
| Total | 0.00427 | 7.47 | 0.0154 |
## worst max-delay path by stage
stage                                from                end  depth (start not counted)
global route  mem_write_data[4]$_DFF_PP0_  mem_write_data[4]                          1
CTS           mem_write_data[4]$_DFF_PP0_  mem_write_data[4]                          1
finish        mem_write_data[4]$_DFF_PP0_  mem_write_data[4]                          1
## kinds of logic after synthesis
logic type / count (synthesis) / share of synthesized area [%]
DFF: 291 / 86.4
and+or+nand+nor: 10 / 0.743
buffers and inverters: 8 / 1.60
muxes: 64 / 11.2
## per-stage QoR
| step | setup TNS [ns] | total power [W] |
|---|---|---|
| after CTS | -0.0732 | 0.0201 |
| after floorplan | -774.40 | 0.00898 |
| after detailed placement | 0 | 0.0111 |
| after global routing | -0.109 | 0.0206 |
| after global placement | -0.00293 | 0.0111 |
| final | -0.0119 | 0.0197 |
## routing by layer
metal  vias up  GRT usage, %
met2       388          14.0
met4         8          1.94
met5         -             0
li1       2595             -
met1      2821          9.96
met3        54          4.95
## final cells by class
class | instances | area (µm²) | area share, %
Sequential cell | 291 | 7290 | 43.0
Timing Repair Buffer | 658 | 6260 | 36.9
Inverter | 1 | 7.51 | 0.0443
Antenna cell | 1 | 2.50 | 0.0148
Tap cell | 931 | 1160 | 6.87
Clock inverter | 15 | 213 | 1.25
Clock buffer | 46 | 1010 | 5.95
Multi-Input combinational cell | 74 | 1010 | 5.95
## repair_timing
item / in CTS / in global routing
cloned: 0 / 0
pin swaps: 0 / 0
resized: 437 / 43
endpoints found under the setup margin: 291 / 52
setup buffers: 33 / 10
Power and IR drop assume default switching activity.
